==> design.v <==
module main (
	input				clk_1,
	input				clk_2,
	input				rst_1,
	input				rst_2,
	input				wr_en,
	input				rd_en,
	input [7:0]		din,
	output [7:0]	dout,
	output			full,
	output			empty
);
	fifo_async #(
		.DATA_WIDTH(8),
		.MEM_DEPTH(16)
	) fifo_async_inst (
		.wr_clk(clk_1),
		.wr_rst(rst_1),
		.wr_en(wr_en),
		.din(din),
		.full(full),
		.rd_clk(clk_2),
		.rd_rst(rst_2),
		.rd_en(rd_en),
		.dout(dout),
		.empty(empty)
	);
endmodule
module fifo_async #(
	parameter DATA_WIDTH = 8,
	parameter MEM_DEPTH = 16
)
(
	input wr_clk,
	input wr_rst,
	input wr_en,
	input [DATA_WIDTH-1:0] din,
	output full,
	input rd_clk,
	input rd_rst,
	input rd_en,
	output reg [DATA_WIDTH-1:0] dout,
	output empty
);
	localparam ADDR = $clog2(MEM_DEPTH);
	reg [DATA_WIDTH-1:0] mem [0:MEM_DEPTH-1];
	reg [ADDR-1:0] wr_ptr_bin;
	reg [ADDR-1:0] rd_ptr_bin;
	reg [ADDR-1:0] wr_ptr_gray;
	reg [ADDR-1:0] rd_ptr_gray;	
	wire [ADDR-1:0] wr_ptr_bin_next = (wr_ptr_bin == MEM_DEPTH-1) ? 0 : wr_ptr_bin + 1;
	wire [ADDR-1:0] rd_ptr_bin_next = (rd_ptr_bin == MEM_DEPTH-1) ? 0 : rd_ptr_bin + 1;
	wire [ADDR-1:0] wr_ptr_gray_next = wr_ptr_bin_next^(wr_ptr_bin_next >> 1);
	wire [ADDR-1:0] rd_ptr_gray_next = rd_ptr_bin_next^(rd_ptr_bin_next >> 1);
	always @(posedge wr_clk) begin
		if (wr_rst) begin
			wr_ptr_bin <= 0;
			wr_ptr_gray <= 0;
		end
		else begin
			if (wr_en && !full) begin
				mem[wr_ptr_bin] <= din;
				wr_ptr_bin <= wr_ptr_bin_next;
				wr_ptr_gray <= wr_ptr_gray_next;
			end
		end
	end
	always @(posedge rd_clk) begin
		if (rd_rst) begin
			rd_ptr_bin <= 0;
			rd_ptr_gray <= 0;
		end
		else begin
			if (rd_en && !empty) begin
				dout <= mem[rd_ptr_bin];
				rd_ptr_bin <= rd_ptr_bin_next;
				rd_ptr_gray <= rd_ptr_gray_next;
			end
		end
	end
	reg [ADDR-1:0] wr_ptr_gray_sync_1;
	reg [ADDR-1:0] wr_ptr_gray_sync_2;	
    always @(posedge rd_clk) begin
		if (rd_rst) begin
			wr_ptr_gray_sync_1 <= 0;
			wr_ptr_gray_sync_2 <= 0;
		end
		else begin
			wr_ptr_gray_sync_1  <= wr_ptr_gray;
			wr_ptr_gray_sync_2  <= wr_ptr_gray_sync_1;
		end
	end
	reg [ADDR-1:0] rd_ptr_gray_sync_1;
	reg [ADDR-1:0] rd_ptr_gray_sync_2;
    always @(posedge wr_clk) begin
		if (wr_rst) begin
			rd_ptr_gray_sync_1 <= 0;
			rd_ptr_gray_sync_2 <= 0;
		end
		else begin
			rd_ptr_gray_sync_1  <= rd_ptr_gray;
			rd_ptr_gray_sync_2  <= rd_ptr_gray_sync_1;
		end
	end
	assign full = (wr_ptr_gray_next == rd_ptr_gray_sync_2);
	assign empty = (rd_ptr_gray == wr_ptr_gray_sync_2);
endmodule
==> run.sh <==
#!/bin/bash
# OpenROAD 26Q1-2900-gdf79404cd8, Yosys 0.63+post, stock flow scripts
make -C /OpenROAD-flow-scripts/flow DESIGN_CONFIG=/design/flow/config.mk WORK_HOME=/design/flow/orfs finish
==> config.mk <==
export PLATFORM = sky130hd
export DESIGN_NAME = main
export DESIGN_NICKNAME = main
export VERILOG_FILES = /design/flow/design.v
export SDC_FILE = /design/flow/constraint.sdc
export NUM_CORES = 4
export LEC_CHECK = 1
export CORE_UTILIZATION = 40
==> constraint.sdc <==
current_design main

set clk_period 5.9
set clk_io_pct 0.2

create_clock -name clk0 -period $clk_period [get_ports {clk_1}]
create_clock -name clk1 -period $clk_period [get_ports {clk_2}]

set non_clock_inputs [all_inputs -no_clocks]
set_input_delay [expr $clk_period * $clk_io_pct] -clock clk0 $non_clock_inputs
set_output_delay [expr $clk_period * $clk_io_pct] -clock clk0 [all_outputs]
==> Changelog: implementation <==
### Metrics

- Worst slack, placed: ~2 ns
- Synth area leader: edfxtp_1
- Largest cells by area: edfxtp_1 61%, mux4_2 11%, dfxtp_1 8.9%
- Global Route Usage Sum: 0.158
- Drc violations: 0
- Total number of vias: between 3000 and 4000
- Ys async rst share: 0
- Syn Area/Cell: between 15 and 20 um^2
- Drt total wl: ~12000 um
- Clk sink count: 166
- GPL Wtd Cong: around 0.81
- Largest net degree at the start of global routing: 38
- Arr. time, crit path: ~3.1 ns
- WL/cell: 18.3 um
- Ports: 24
- Pleak: 2.61 nW
- DRT iter0 DRCs: ~210
- Critical path required time: between 4 and 5 ns
- Top cell area share: 0.608
- Total grt overflow: 0
- Final Worst Setup Slack: 1.60 ns
- Relative slew margins: 0.488
- Crit path max fanout: 10
- Post-route ant nets: 0
- Final Skew: around 0.0076 ns
- Post-DP HPWL: between 7000 and 8000 um
- Yosys Instances: approximately 390
- CP Capture Type: primary output
- Post-Synthesis Cell Area: between 0.006 and 0.007 mm^2
- Clk network pwr share: 0.375
- Syn Inst Count: approximately 390
- Final setup viols: 0
- Core area: between 0.015 and 0.02 mm^2
- Final Hold Vio Count: 0
- Die Area: roughly 0.017 mm^2
- Setup bufs post-CTS: 0
- Top cell excl fill/tap: edfxtp_1
- Cts hold-fix bufs: 0
- Antenna violations before repair: 0
- Share of total power in sequential cells: 0.418
- Sum Neg Setup Slack: 0 ns
- Number of diodes: 0
- Ratio of cells with drive above 1 in the final layout: 0.202
- Filler instances: 1391
- Site Rows: approximately 47
- FP Util: 0.408
- Log Warnings: 29
- VDD IR max: 0.000373 V
- Yosys Chip Area: about 0.0067 mm^2
- Synth Warn #: 1
- Power density over the cells: 423 mW/mm^2
- Outcome: finished clean
- Port bufs: 22
- First-pass GRT wire length: approximately 19000 um
- P_sw: slightly above 0.8 mW
- Comb pwr share: 0.207
- Register area share after synthesis: 0.697
- Setup CP Type: reg2out
- DRT Pass-1 Iters: 4
- Clk slew on worst S/H paths: roughly 0.060 ns
- Cts repair resizes: 0
- Post-synth regs: between 150 and 200
- Die Ht: 132 um
- Final Max Slew Viols: 0
- Flip-flops with a built-in enable: about 140
- Layout area overhead: 16.6%
- Post-synth cell types: about 45
- RSZ-0062 raised after global routing: no
- Internal: between 2 and 3 mW
- Most common logic cells in the final layout: 136 x edfxtp_1, 32 x mux4_2, 29 x dfxtp_1, 28 x nor2b_1, 22 x clkdlybuf4s50_1
- Vias per inst: 5.14
- Least-Margin Pin Slew: around 0.77 ns
- Die span in x: 132 um
- Sw Share: 0.244
- Vias in the first global route: about 3600
- Worst setup SP type: register
- Top FF cell, synth: edfxtp_1
- Maxcap violations: 0
- CTS tree: done
- HP Class: reg2reg
[synthesized netlist by cell type (all sizes together) (3+ instances only)]
cell and count:
xor2 7, a31oi 9, edfxtp 136, dfxtp 30
a21oi 5, clkbuf 13, nand2 21, inv 5
nand2b 8, nor2 14, and3 17, mux2i 7
ha 5, mux2 3, nor2b 28, mux4 32
a211oi 13, xnor2 6, buf 8
[metal layers]
layer,part of all wire,GRT usage,wire length [um],up-vias
met5,0,0,0,-
met4,0.016,0.0226,189,0
met3,0.11,0.0898,1310,16
met2,0.47,0.232,5560,139
met1,0.41,0.227,4850,1625
li1,-,-,-,1566
[through the flow]
stage	instance area [um^2]	std cells	power [mW]	hold WS, ns	utilization
floorplan	6720	390	1.93	0.414	-
global placement	7140	615	2.10	0.417	0.433
detailed placement	7140	615	2.10	0.422	0.433
CTS	7840	651	3.35	0.345	0.476
global route	7840	651	3.47	0.374	0.476
finish	7840	651	3.31	0.358	0.476
[critical path, cell delays in order, from the launching register on]
cell and delay (ns):
dfxtp_1 0.51, inv_1 0.14, ha_1 0.39, xnor3_1 0.48, xnor2_2 0.17, a211oi_4 0.38, and2_2 0.21, clkdlybuf4s50_1 0.44
[logic make-up after synthesis]
group | after synthesis | share of synthesized area
AOI/OAI and AO/OA | 41 | 0.0514
xor gates and xnor gates | 14 | 0.0214
adders and majority gates | 5 | 0.00931
buffers and inverters | 27 | 0.0196
DFF | 166 | 0.697
muxes | 42 | 0.124
and+or+nand+nor | 95 | 0.0773
[state kept, by name (all words and copies together) (netlist names)]
| register | flops |
|---|---|
| fifo_async_inst.rd_ptr_bin | 4 |
| fifo_async_inst.dout | 8 |
| fifo_async_inst.wr_ptr_gray | 4 |
| fifo_async_inst.mem | 128 |
| fifo_async_inst.wr_ptr_bin | 3 |
| fifo_async_inst.rd_ptr_gray_sync_1 | 4 |
| fifo_async_inst.wr_ptr_gray_sync_1 | 4 |
| fifo_async_inst.rd_ptr_gray | 3 |
| fifo_async_inst.rd_ptr_gray_sync_2 | 4 |
| fifo_async_inst.wr_ptr_gray_sync_2 | 4 |
[power by group through the flow]
stage / Sequential (mW) / Clock, mW / Combinational (mW)
finish: 1.39 / 1.24 / 0.686
global route: 1.39 / 1.32 / 0.757
CTS: 1.39 / 1.27 / 0.698
[path summary, 6_finish.rpt]
check	end	slack, ns	startpoint	depth (start not counted)
setup / recovery	full	1.60	fifo_async_inst.wr_ptr_bin[0]	7
hold / removal	fifo_async_inst.rd_ptr_gray_sync_1[2]	0.36	fifo_async_inst.rd_ptr_gray[2]	1
setup reg to reg	fifo_async_inst.mem[2][7]	2.61	fifo_async_inst.wr_ptr_bin[0]	7
hold reg to reg	fifo_async_inst.rd_ptr_gray_sync_1[2]	0.36	fifo_async_inst.rd_ptr_gray[2]	1
max in group clk1	fifo_async_inst.dout[3]	3.12	rd_en	3
min in group clk1	fifo_async_inst.wr_ptr_gray_sync_2[3]	0.44	fifo_async_inst.wr_ptr_gray_sync_1[3]	1
[layout make-up]
class,count,area (um^2),area share
clock buffer,22,508,0.0648
clock inverter,14,190,0.0243
inverter,6,22.5,0.00287
multi-input combinational,197,1900,0.243
sequential,166,4690,0.598
tap,220,275,0.0351
timing repair buffer,26,250,0.0319
Power and IR drop assume default switching activity.
