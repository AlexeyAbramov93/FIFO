--- /design/flow/design.v ---
module fifo_sync #(
	parameter DATA_WIDTH = 8,
	parameter MEM_DEPTH = 16
)
(
	input									clk,
	input 								rst,
	input 								wr_en,
	input 								rd_en,
	input 		[DATA_WIDTH-1:0]	din,
	output reg	[DATA_WIDTH-1:0]	dout,
	output 								full,
	output 								empty
);
	localparam ADDR = $clog2(MEM_DEPTH);
	reg [DATA_WIDTH-1:0] mem [0:MEM_DEPTH-1];
	reg [ADDR-1:0] wr_ptr;
	reg [ADDR-1:0] rd_ptr;
	wire [ADDR-1:0] wr_ptr_next = (wr_ptr == MEM_DEPTH-1) ? 0 : wr_ptr + 1;
	assign full = (wr_ptr_next  == rd_ptr);
	assign empty = (wr_ptr == rd_ptr);
	always @(posedge clk) begin
		if (rst) begin
			wr_ptr <= 0;
		end
		else if (wr_en && !full) begin
			mem[wr_ptr] <= din;
			if (wr_ptr == MEM_DEPTH-1) begin
				wr_ptr <= 0;
			end
			else begin
				wr_ptr <= wr_ptr + 1;
			end
		end
	end
	always @(posedge clk) begin
		if (rst) begin
			dout <= 0;
			rd_ptr <= 0;
		end
		else if (rd_en && !empty) begin		
			dout <= mem[rd_ptr];
			if (rd_ptr == MEM_DEPTH-1) begin
				rd_ptr <= 0;
			end
			else begin
				rd_ptr <= rd_ptr + 1;
			end
		end
	end
endmodule
--- /design/flow/run.sh ---
#!/bin/bash
# OpenROAD 26Q1-2900-gdf79404cd8, Yosys 0.63+post, stock flow scripts
make -C /OpenROAD-flow-scripts/flow DESIGN_CONFIG=/design/flow/config.mk WORK_HOME=/design/flow/orfs finish
--- /design/flow/config.mk ---
export PLATFORM = sky130hd
export DESIGN_NAME = fifo_sync
export DESIGN_NICKNAME = fifo_sync
export VERILOG_FILES = /design/flow/design.v
export SDC_FILE = /design/flow/constraint.sdc
export NUM_CORES = 4
export LEC_CHECK = 1
export CORE_UTILIZATION = 40
--- /design/flow/constraint.sdc ---
current_design fifo_sync

set clk_period 5.4
set clk_io_pct 0.2

create_clock -name clk0 -period $clk_period [get_ports {clk}]

set non_clock_inputs [all_inputs -no_clocks]
set_input_delay [expr $clk_period * $clk_io_pct] -clock clk0 $non_clock_inputs
set_output_delay [expr $clk_period * $clk_io_pct] -clock clk0 [all_outputs]
==> flow_summary.yaml <==
# generated from flow reports
status:
  status: "finished, final reports clean"
logic_synthesis:
  adder_share: 0.0127
  syn_area_per_cell_um2: 18.9
  ys_types: 46
  syn_inst: 312
  async_reset_ff_frac: 0
  ys_area_um2: 5890
  yosys-stat-cells: 312
  mux_share: 0.132
  ys_seq_frac: 0.707
  ys.flops: 144
  xor_area_frac: 0.0187
  ys_sh_aoi: 0.0539
  top_logic_kind: "multiplexers"
  yosys_warnings: 1
  synth-main-ff-cell: "edfxtp_1"
  synth_area_um2: 5890
  synth-edff-count: 128
  synthSimpleGateAreaFrac: 0.0473
grt:
  antenna_found_initial: 0
  grt_overflow: 0
  grt_pass1_wl_um: 18000
  grt_use_total: 0.183
  grt_max_degree: 38
  grt_pass1_vias: 3090
critical_path:
  cp_max_fo: 9
  crit_path_end_kind: "output port"
  rr_worst_depth: 6
  r2r_start: "rd_ptr[0]"
  rr_endpoint: "dout[7]"
  cp.arrival_ns: 2.37
  crit_required_ns: 4.32
  start_kind: "flip-flop"
  critPathKind: "flip-flop to output port"
  r2r_setup_slack_ns: 2.96
layout:
  area_growth_syn_to_layout_pct: 16.9
  layout_top_cell: "edfxtp_1"
  instances_no_fill: 543
  layout-drive-gt1-share: 0.223
  filler_cell_count: 1157
  final_cell_area_um2: 6890
  lay_top_cells: "edfxtp_1 (128), mux4_2 (27), clkdlybuf4s50_1 (21)"
sta:
  finalCritPeriodShare: 0.640
  post-route-min-period_ns: 3.45
  setup_viol: 0
  finClkSkew_ns: 0.00863
  slew-limit-headroom: 0.401
  rsz0062_at_grt: "no"
  slew_violations: 0
  timing.fmax_mhz: 290
  holdWs_ns: 0.460
  worstMarginPinSlew_ns: 0.895
  finalSetupTns_ns: 0
  hold_viol: 0
place:
  dpl_cell_area_um2: 6330
  dp_hpwl_um: 7250
  dp_cells: 512
  portBuffers: 21
  place_congestion: 0.826
power:
  pwr-share-clk: 0.368
  internal_power_mw: 2.29
  comb_power_share: 0.191
  fin_total_pwr_mw: 3.02
  vdd_drop_max_uv: 277
  seq_power_share: 0.441
  p_leak_nw: 2.21
  powerDensity_nw_per_um2: 439
  switching_share: 0.241
  p_sw_mw: 0.729
clock_tree:
  cts.sinks: 144
  root_buffer: "clkbuf_16"
  cts_tree: "yes"
  holdBufCountCts: 0
  clk_pin_slew_ns: 0.06
  ctsResizeCount: 0
  postCtsSetupRepairBufs: 0
  numCtsBuffers: 17
  clkLatencyLatePin_ns: 0.41
  cts.path.max_buffers: 2
  h-tree-depth: 4
job:
  tool_warnings: 29
  drv_cap: 0
die:
  die_area_um2: 15200
  ios: 22
  die_h_um: 123
  chipWidth_um: 123
  fp_util: 0.416
  rows: 43
  core_area_um2: 14100
worst_hold_path:
  hold_start: "dout[3]"
  worstHoldEndpoint: "dout[3]"
  hold_path_depth: 2
  min_path_type: "flip-flop to flip-flop"
detailed_routing:
  vias: 2981
  ant_nets: 0
  finalWirelength_um: 11600
  antenna_cells: 0
  drtPass1Iterations: 4
  drcViolationCount: 0
  viasPerCell: 5.49
  drtIter0Drc: 244
  drt-wirelength-per-cell_um: 21.3
==> Yosys cell counts (all sizes together), types with 2 or more instances <==
master  number  area share
nor4         5      0.0053
clkbuf       2      0.0013
o21ai        9      0.0096
a21oi        6      0.0051
xnor2        5      0.0087
a22oi        2      0.0025
a21boi       2      0.0032
a221oi       7       0.011
buf         17       0.024
nand2       10      0.0068
a22o         7       0.010
mux4        32        0.13
edfxtp     128        0.65
mux2i        3      0.0051
nor2b        3      0.0032
inv          4      0.0025
nand2b       3      0.0032
nand3        9      0.0076
and3         2      0.0021
nor3        11      0.0093
xor2         5       0.010
ha           6       0.013
dfxtp       16       0.054
nor2         8      0.0051
==> kinds of logic (layout without fill, tap and decap cells) <==
kind of cell    count (synthesis)  in the layout
flops                         144            144
simple gates                   54             54
compound gates                 39             39
mux                            36             36
buf+inv                        23             74
xor+xnor                       10             10
fa+ha+maj                       6              6
==> worst max-delay path, cell delays in order (launching register included) <==
cell	delay [ns]
dfxtp_1	0.52
inv_1	0.11
ha_1	0.34
xnor2_1	0.19
nand3_1	0.19
nor2_1	0.15
clkdlybuf4s50_1	0.46
==> registers in the layout (all words and copies together) (netlist names) <==
register,cells
dout,8
mem,128
rd_ptr,4
wr_ptr,4
==> final cells by class <==
type                    instances  area (um^2)  area share
well taps                     180          225      0.0327
clock buffers                  22          444      0.0645
clock inverters                 9          116      0.0169
flip-flops and latches        144         4170       0.605
repair buffers                 39          345      0.0501
inverters                       4         15.0     0.00218
multi-input cells             145         1580       0.229
==> worst max-delay path by stage <==
stage	startpoint	to	cells after the start
after global routing	wr_ptr[0]	full	6
after CTS	wr_ptr[0]	full	6
final	wr_ptr[0]	full	6
==> power by group through the flow <==
stage	logic (mW)	clock network (mW)	registers, mW
4_1_cts	0.590	1.13	1.34
5_1_grt	0.634	1.18	1.34
6_report	0.576	1.11	1.33
==> stage by stage <==
stage	util	setup slack (ns)
global placement	0.447	2.24
global route	0.487	1.81
detailed placement	0.447	2.19
finish	0.487	1.95
floorplan	-	2.62
CTS	0.487	1.92
==> metal layers <==
layer  wire length (um)  GRT usage
met1               4600      0.265
met2               5610      0.276
met5                  0          0
met3               1250     0.0970
met4                 97     0.0188
Power figures rest on the tool's default switching activity, not on a simulated workload.
